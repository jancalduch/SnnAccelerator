[flow/constraint.sdc]
current_design aer_in

set clk_period 2.2
set clk_io_pct 0.2

create_clock -name clk0 -period $clk_period [get_ports {CLK}]

set non_clock_inputs [all_inputs -no_clocks]
set_input_delay [expr $clk_period * $clk_io_pct] -clock clk0 $non_clock_inputs
set_output_delay [expr $clk_period * $clk_io_pct] -clock clk0 [all_outputs]
[flow/run.sh]
#!/bin/bash
# OpenROAD 26Q1-2900-gdf79404cd8, Yosys 0.63+post, stock flow scripts
make -C /OpenROAD-flow-scripts/flow DESIGN_CONFIG=/design/flow/config.mk WORK_HOME=/design/flow/orfs finish
[flow/config.mk]
export PLATFORM = sky130hd
export DESIGN_NAME = aer_in
export DESIGN_NICKNAME = aer_in
export VERILOG_FILES = /design/flow/design.v
export SDC_FILE = /design/flow/constraint.sdc
export NUM_CORES = 4
export LEC_CHECK = 1
export CORE_AREA = 10 10 70 70
export DIE_AREA = 0 0 80 80
[flow/design.v]
package pa_SnnAccelerator;
  localparam int N            = 256;                     
  localparam int M            = $clog2(N);               
  localparam int FIFO_DEPTH   = N/2;                     
  localparam int FIFO_ADDRESS = $clog2(N/2);             
  localparam int FIFO_WIDTH   = 12;                      
  localparam int IMAGE_SIZE      = 256;                   
  localparam int IMAGE_SIZE_BITS = $clog2(IMAGE_SIZE);
  localparam int PIXEL_MAX_VALUE = 255;                   
	localparam int PIXEL_BITS      = $clog2(PIXEL_MAX_VALUE);
  localparam int AXI_DATA_WIDTH   = 32;        
  localparam int AXI_ADDR_WIDTH   = 32;        
endpackage
module aer_in #(
	parameter IMAGE_SIZE      = 256,
  parameter IMAGE_SIZE_BITS = $clog2(IMAGE_SIZE),
  parameter PIXEL_MAX_VALUE = 255,
	parameter PIXEL_BITS      = $clog2(PIXEL_MAX_VALUE)
)(
  input  wire           CLK,
  input  wire           RST,
  input  wire [  9:0]   NEXT_INDEX,
  input  wire           FOUND_NEXT_INDEX,
  output reg            AERIN_CTRL_BUSY,
	output reg  [  9:0]   AERIN_ADDR, 
	output reg  	        AERIN_REQ,
	input  wire 	        AERIN_ACK
);
  reg            AERIN_ACK_sync_int, AERIN_ACK_sync, AERIN_ACK_sync_del; 
  wire           AERIN_ACK_sync_negedge;
  always_ff @(posedge CLK, posedge RST) begin
    if (RST) begin
      AERIN_ACK_sync_int <= 1'b0;
      AERIN_ACK_sync	    <= 1'b0;
      AERIN_ACK_sync_del <= 1'b0;
    end
    else begin
      AERIN_ACK_sync_int <= AERIN_ACK;
      AERIN_ACK_sync	    <= AERIN_ACK_sync_int;
      AERIN_ACK_sync_del <= AERIN_ACK_sync;
    end
	end
  assign AERIN_ACK_sync_negedge = ~AERIN_ACK_sync & AERIN_ACK_sync_del;
  always_ff @(posedge CLK, posedge RST) begin
    if (RST) begin
      AERIN_ADDR             <= 10'b0;
      AERIN_REQ              <= 1'b0;
      AERIN_CTRL_BUSY        <= 1'b0;
    end else begin
      if (FOUND_NEXT_INDEX && ~AERIN_ACK_sync) begin
        AERIN_ADDR      <= NEXT_INDEX;
        AERIN_REQ       <= 1'b1;
        AERIN_CTRL_BUSY <= 1'b1;
      end else if (AERIN_ACK_sync) begin
        AERIN_REQ       <= 1'b0;
        AERIN_CTRL_BUSY <= 1'b1;
      end else if (AERIN_ACK_sync_negedge) begin
        AERIN_REQ       <= 1'b0;
        AERIN_CTRL_BUSY <= 1'b0;
      end
    end
	end
endmodule 
==> flow_metrics.py <==
# Physical implementation metrics
metrics = {
    "floorplanning": {
        "core.rowCount": 21,
        "die_h_um": 80,
        "chip_area_um2": 6400,
        "floorplan.io_pins": 26,
        "fraction_of_the_core_area_occupied_by_cells_at_floorplan": 0.170,
        "core-area_um2": 3420,
        "fp.dieW_um": 80,
    },
    "worst_setup_path": {
        "end_kind": "primary output",
        "r2r_start": "AERIN_ACK_sync$_DFF_PP0_",
        "worst_r2r_endpoint": "AERIN_ADDR[7]$_DFFE_PP0P_",
        "reg2reg_slack_ns": 0.94,
        "path_cells": "clkdlybuf4s50_1",
        "path_buffers": 1,
        "arrival_ns": 1.11,
        "critPathSlowestCell": "sky130_fd_sc_hd__clkdlybuf4s50_1",
        "family_with_the_most_delay_on_the_worst_path": "buffers and inverters",
        "critical_path_class": "flip-flop to primary output",
        "start_kind": "flip-flop",
        "cp.required_ns": 1.76,
        "critical_path.max_stage_delay_ns": 0.48,
        "timing.critical_path.fanout_max": 2,
        "worst_reg_to_reg_path_cell_count": 2,
    },
    "sta": {
        "hold_ws_ns": 0.357,
        "timing.clock.skew_ns": 0.00371,
        "fin_crit_sh": 0.704,
        "timing.max_slew.rel_slack": 0.649,
        "max_clock_freq_mhz": 646,
        "rsz0062_at_grt": "no",
        "worst_slew_pin_slew_ns": 0.527,
        "final_max_slew_viol_count": 0,
        "timing_hold_violations_final": 0,
        "tns_setup_ns": 0,
        "timing.final.setup_violations": 0,
        "fin_crit_ns": 1.55,
        "final_critical_path_setup_slack_ns": 0.652,
    },
    "flow_run": {
        "openroad.warnings": 25,
        "drv_cap": 0,
    },
    "clock_network": {
        "cts-root-buf": "sky130_fd_sc_hd__clkbuf_4",
        "cts_max_level": 1,
        "clockBufferDepth": 2,
        "cts-buffers-inserted": 3,
        "cts.sink_count": 15,
        "cell_resize_tally_after_clock_tree_synthesis": 0,
        "later_pin_clock_latency_in_the_skew_report_ns": 0.27,
        "cts.reportedPaths.clkPinSlew_ns": 0.08,
        "tritoncts": "done",
        "post_cts_hold_buffer_count": 0,
        "postCtsSetupBuffers": 0,
    },
    "power_and_ir_drop": {
        "power-per-cell-area_nw_per_um2": 669,
        "total_power_mw": 0.606,
        "largest_vdd_supply_drop_mv": 0.276,
        "leak_pwr_nw": 0.395,
    },
    "global_routing": {
        "antenna_violations_before_repair": 0,
        "grt_pass1_vias": 408,
        "grt_use_total": 0.0422,
        "grt_first_pass_wirelength_um": 2030,
        "maximum_number_of_pins_on_one_net_before_global_route_repair": 16,
        "overflow": 0,
    },
    "placed_design": {
        "portBuffers": 25,
        "pre_cts_ws_ns": 0.385,
        "gp_routability_congestion": 0.644,
        "placedCellCount": 104,
        "postPlaceCellArea_um2": 878,
    },
    "hold_path": {
        "hold_depth": 0,
        "timing.hold.worst.class": "flip-flop to flip-flop",
        "holdCritStartpoint": "AERIN_ACK_sync_int$_DFF_PP0_",
        "whs_endpoint": "AERIN_ACK_sync$_DFF_PP0_",
    },
    "status": {
        "run_status": "finished clean",
    },
    "detailed_routing": {
        "first_pass_iters": 2,
        "drt-vias-per-instance": 3.16,
        "vias": 341,
        "wl_um": 1230,
        "drcViolationCount": 0,
        "iteration_0_drc_markers": 5,
        "antenna_cells": 0,
        "wl_per_cell_um": 11.4,
        "detail-route-antenna-nets": 0,
    },
    "cells_and_area": {
        "drive_above_1_share": 0.226,
        "final_cell_count_no_fill": 108,
        "layout.core_utilization": 0.265,
        "finish.instance_area_um2": 905,
        "syn2layout_area_growth_pct": 55.5,
    },
    "logic_synthesis": {
        "ys_cells": 34,
        "seq_area_frac_synth": 0.645,
        "synth_cell_type_count": 9,
        "numSynthFlops": 15,
        "postSynthAreaPerCell_um2": 17.1,
        "yosys_warnings": 1,
        "syn_inst": 34,
        "yosys_area_um2": 582,
        "post_synth_instance_area_um2": 582,
    },
}
-- layout by cell type, fill, tap and decap left out --
| cell | instances |
|---|---|
| sky130_fd_sc_hd__a21oi_1 | 1 |
| sky130_fd_sc_hd__nor2_1 | 1 |
| sky130_fd_sc_hd__clkbuf_4 | 3 |
| sky130_fd_sc_hd__o21ai_0 | 1 |
| sky130_fd_sc_hd__nand2b_1 | 1 |
| sky130_fd_sc_hd__clkdlybuf4s50_1 | 25 |
| sky130_fd_sc_hd__clkbuf_1 | 1 |
| sky130_fd_sc_hd__nor2b_4 | 1 |
| sky130_fd_sc_hd__inv_1 | 3 |
| sky130_fd_sc_hd__dfrtp_1 | 15 |
| sky130_fd_sc_hd__mux2_4 | 10 |
-- registers in the layout (all words and copies together) (netlist names) --
signal	cells
AERIN_ADDR	10
AERIN_ACK_sync	1
AERIN_ACK_sync_del	1
AERIN_ACK_sync_int	1
AERIN_CTRL_BUSY	1
AERIN_REQ	1
-- layout make-up --
class,instances,area (um^2)
fillers,371,2510
flip-flops and latches,15,375
repair buffers,25,250
multi-input cells,15,184
well taps,46,57.6
clock buffers,4,26.3
inverters,3,11.3
-- power breakdown --
group | total, mW | switching (mW) | internal (mW)
Combinational | 0.132 | 0.0256 | 0.107
Clock | 0.148 | 0.0776 | 0.0702
Sequential | 0.325 | 0.0179 | 0.307
-- worst max path at each step --
stage	cells after the start	to	startpoint	slack, ns
after global routing	1	AERIN_ADDR[5]	AERIN_ADDR[5]$_DFFE_PP0P_	0.56
final	1	AERIN_ADDR[1]	AERIN_ADDR[1]$_DFFE_PP0P_	0.65
after CTS	1	AERIN_ADDR[5]	AERIN_ADDR[5]$_DFFE_PP0P_	0.61
-- worst reg2reg max path, delay by kind of cell, from the launching register on --
family           cells  cell delay, ns
multiplexers         1            0.34
AND/OR/NAND/NOR      1            0.38
flip-flops           1            0.43
-- routing by layer --
layer	part of all wire	vias to the layer above	global-route usage	wire (um)
li1	-	167	-	-
met1	0.46	158	0.0525	567
met2	0.44	16	0.0602	538
met3	0.10	0	0.0307	123
met4	0	0	0.00352	0
met5	0	-	0	0
-- kinds of logic (layout without fill, tap and decap cells) --
group	count (synthesis)	in the layout	synth area share
DFF	15	15	0.645
and+or+nand+nor	3	3	0.0409
buffers and inverters	4	32	0.0387
muxes	10	10	0.258
AOI/OAI and AO/OA	2	2	0.0172
-- cell usage after synthesis, drive strengths merged --
| cell type | number | area share |
|---|---|---|
| a21oi | 1 | 0.0086 |
| inv | 3 | 0.019 |
| nor2 | 1 | 0.0064 |
| mux2 | 10 | 0.26 |
| dfrtp | 15 | 0.65 |
| buf | 1 | 0.019 |
| nand2b | 1 | 0.011 |
| o21ai | 1 | 0.0086 |
| nor2b | 1 | 0.024 |
Power figures rest on the tool's default switching activity, not on a simulated workload.
