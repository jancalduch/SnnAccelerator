==> /design/flow/design.v <==
package pa_SnnAccelerator;
  localparam int N            = 256;                     
  localparam int M            = $clog2(N);               
  localparam int FIFO_DEPTH   = N/2;                     
  localparam int FIFO_ADDRESS = $clog2(N/2);             
  localparam int FIFO_WIDTH   = 12;                      
  localparam int IMAGE_SIZE      = 256;                   
  localparam int IMAGE_SIZE_BITS = $clog2(IMAGE_SIZE);
  localparam int PIXEL_MAX_VALUE = 255;                   
	localparam int PIXEL_BITS      = $clog2(PIXEL_MAX_VALUE);
  localparam int AXI_DATA_WIDTH   = 32;        
  localparam int AXI_ADDR_WIDTH   = 32;        
endpackage
module decoder #(
	parameter N = 256,
	parameter M = 8
)(
  input  logic            CLK,
  input  logic            RST,
  input logic             NEW_IMAGE,
  input logic  [  M-1:0]  AEROUT_ADDR, 
  input logic  	          AEROUT_REQ,
  output logic            AEROUT_ACK,
  output logic            INFERENCE_RDY,
  output logic            DECODER_RDY,
  output logic  [  M-1:0] INFERED_DIGIT
);
	localparam INIT         = 2'd0; 
  localparam STORE        = 2'd1;
  localparam WAIT         = 2'd2;
  reg AEROUT_REQ_sync_int, AEROUT_REQ_sync;
  logic first_value_infered, storeValue;
  logic [6:0] cnt_up;
  logic waiting_finished;
  logic [M-1:0] inferedValue;
  logic decoder_ready;
  reg  [  1:0] state, nextstate;
  always @(posedge CLK, posedge RST) begin
		if(RST) begin
			AEROUT_REQ_sync_int     <= 1'b0;
			AEROUT_REQ_sync	        <= 1'b0;
		end
		else begin
			AEROUT_REQ_sync_int     <= AEROUT_REQ;
			AEROUT_REQ_sync	        <= AEROUT_REQ_sync_int;
		end
	end
	always_ff @(posedge CLK, posedge RST) begin
		if   (RST) state <= INIT;
		else       state <= nextstate;
	end
	always_comb begin
    case(state)
			INIT:	
        if (AEROUT_REQ_sync)   
          if (!first_value_infered) nextstate = STORE;
          else                      nextstate = WAIT;
        else                        nextstate = INIT;
      STORE: 
        if      (!AEROUT_REQ_sync)  nextstate = INIT;
        else                        nextstate = STORE;                              
			WAIT: 
        if      (!AEROUT_REQ_sync)  nextstate = INIT;
				else					              nextstate = WAIT;
			default: 					            nextstate = INIT;
	  endcase 
  end
  always_comb begin  
    if (state == INIT) begin
      storeValue            = 1'b0;
      AEROUT_ACK            = 1'b0;
    end else if (state == STORE) begin
      storeValue            = 1'b1;
      AEROUT_ACK            = 1'b1;
    end else if (state == WAIT) begin
      storeValue            = 1'b0;
      AEROUT_ACK            = 1'b1;
    end else begin
      storeValue            = 1'b0;
      AEROUT_ACK            = 1'b0;
    end
  end
  always_comb begin
    waiting_finished = (cnt_up == 55);
  end
  always_ff @(posedge CLK or posedge RST) begin
    if (RST)                       cnt_up <= 0;
    else if (NEW_IMAGE)            cnt_up <= 0;
    else if (first_value_infered && (state == INIT) && !AEROUT_REQ)  cnt_up <= (waiting_finished) ? cnt_up: cnt_up + 1;
    else                           cnt_up <= cnt_up;
  end
  always_ff @(posedge CLK) begin
    if (RST)              inferedValue <= 0;
    else if (storeValue)  inferedValue <= AEROUT_ADDR;
  end
  always_ff @(posedge CLK or posedge RST) begin
    if (RST)                                  first_value_infered <= 1'b0;
    else if (NEW_IMAGE)                       first_value_infered <= 1'b0;
    else if (storeValue && !AEROUT_REQ_sync)  first_value_infered <= 1'b1;
    else                                      first_value_infered <= first_value_infered;
  end
  always_ff @(posedge CLK or posedge RST) begin
    if (RST)                    decoder_ready <= 1'b0;
    else if (NEW_IMAGE)         decoder_ready <= 1'b0;
    else if (waiting_finished)  decoder_ready <= 1'b1;
    else                        decoder_ready <= decoder_ready;
  end
  assign INFERED_DIGIT          = inferedValue;
  assign INFERENCE_RDY          = first_value_infered;
  assign DECODER_RDY            = decoder_ready;          
endmodule 
==> /design/flow/run.sh <==
#!/bin/bash
# OpenROAD 26Q1-2900-gdf79404cd8, Yosys 0.63+post, stock flow scripts
make -C /OpenROAD-flow-scripts/flow DESIGN_CONFIG=/design/flow/config.mk WORK_HOME=/design/flow/orfs finish
==> /design/flow/config.mk <==
export PLATFORM = sky130hd
export DESIGN_NAME = decoder
export DESIGN_NICKNAME = decoder
export VERILOG_FILES = /design/flow/design.v
export SDC_FILE = /design/flow/constraint.sdc
export NUM_CORES = 4
export LEC_CHECK = 1
export CORE_AREA = 10 10 91 91
export DIE_AREA = 0 0 101 101
==> /design/flow/constraint.sdc <==
current_design decoder

set clk_period 2.2
set clk_io_pct 0.2

create_clock -name clk0 -period $clk_period [get_ports {CLK}]

set non_clock_inputs [all_inputs -no_clocks]
set_input_delay [expr $clk_period * $clk_io_pct] -clock clk0 $non_clock_inputs
set_output_delay [expr $clk_period * $clk_io_pct] -clock clk0 [all_outputs]
==> impl_metrics.json <==
{
  "status": "completed",
  "p_seq_share_pct": 48.6,
  "antenna_cells": 0,
  "period_needed_ns": 1.78,
  "grt_pass1_wl_mm": 3.75,
  "chipArea_sq_mm": 0.0102,
  "ff_type": "dfrtp_1",
  "switching_power_uw": 174,
  "irDropWorstVdd_mv": 0.332,
  "clock.fmax_mhz": 562,
  "ys_cells": 98,
  "hpwl_mm": 1.57,
  "grt_max_degree": 15,
  "power_frac_clock_pct": 43.7,
  "insertion_delay_ns": 0.26,
  "rsz0062_at_grt": "no",
  "fp.dieH_um": 101,
  "min_from": "AEROUT_REQ_sync_int",
  "rows": 29,
  "cts_resized": 0,
  "yosysTopAreaCell": "dfrtp_1",
  "postCtsSetupBuffers": 0,
  "vias": 734,
  "period_used_pct": 80.9,
  "gr-total-overflow": 0,
  "ctsHtreeMaxLevel": 1,
  "first_pass_iters": 3,
  "clock_skew_ns": 0.00497,
  "slew_headroom_pct": 63.3,
  "port_buffers": 22,
  "fp_util_pct": 14.3,
  "syn_to_final_growth_pct": 41.0,
  "cts_root_buf": "clkbuf_8",
  "hold_viol": 0,
  "cp_max_fo": 8,
  "switching_share_pct": 20.0,
  "common_cells": "a21oi_1 (18), nand2_1 (17), dfrtp_1 (13)",
  "worstPathArrival_ns": 1.34,
  "syn_avg_cell_area_sq_um": 9.27,
  "wl_met1_mm": 1.00,
  "p_per_area_mw_per_mm2": 680,
  "synthDistinctLibCells": 25,
  "gr-usage-all-layers_pct": 4.37,
  "first_iter_violations": 31,
  "clk_pin_slew_ns": 0.09,
  "drc": 0,
  "layout-drive-gt1-share_pct": 5.00,
  "r2r_setup_slack_ns": 0.56,
  "ys_area_sq_um": 908,
  "synth_top_area_share_pct": 35.8,
  "critical_path_class": "reg2out",
  "dr_wl_met3_um": 210,
  "grt_pass1_vias": 725,
  "cts_sinks": 22,
  "antenna_left": 0,
  "cp-start-kind": "flip-flop",
  "warning_count": 25,
  "antenna_found_initial": 0,
  "wl_per_cell_um": 10.6,
  "finalWirelength_mm": 2.08,
  "maxCapViolCount": 0,
  "final_max_slew_viol_count": 0,
  "numSynthFlops": 22,
  "cp-end-kind": "output port",
  "die_width_um": 101,
  "critPathLaunch": "state[0]",
  "final.setup.tns_ns": 0,
  "io_pins": 23,
  "synth-edff-count": 0,
  "postSynthCellCount": 98,
  "coreArea_sq_mm": 0.00635,
  "hold_buffers": 0,
  "via_per_inst": 3.73,
  "worstMarginPinSlew_ns": 0.550,
  "cts_buffer_depth": 2,
  "r2r_start": "cnt_up[0]",
  "highest_layer": "met4",
  "internal_power_uw": 698,
  "synth_top_cell_by_count": "a21oi_1",
  "cts_tree": "yes",
  "ys_seq_share_pct": 56.3,
  "hold_ws_ns": 0.356,
  "p_comb_share_pct": 7.7,
  "topCellsByArea": "dfrtp_1 (36%), dfxtp_1 (18%), a21oi_1 (9.9%)",
  "synthArstFlopShare_pct": 63.6,
  "static-leakage-power_uw": 0.000477,
  "cts_made_buffers": 3,
  "synth_warnings": 1,
  "worst_ep_required_time_ns": 1.76,
  "gp_congestion": 0.818,
  "min_path_type": "reg2reg",
  "met2_length_um": 858,
  "setup_viol": 0,
  "netlist_area_sq_um": 908
}
## metal layers
metal | up-vias | track usage, %
li1 | 383 | -
met1 | 331 | 6.35
met2 | 18 | 5.95
met3 | 2 | 2.15
met4 | 0 | 0.322
met5 | - | 0
## area by class of cell
cell class	count	area, sq um
multi-input cells	69	370
repair buffers	22	220
fillers	687	5070
clock inverters	1	30.0
flip-flops and latches	22	512
inverters	3	11.3
well taps	77	96.3
clock buffers	3	41.3
## critical path, stage by stage (launching register included)
cell	delay (ns)
dfstp_2	0.60
nor2_1	0.07
clkdlybuf4s50_1	0.40
## flip-flops by register name, summed over array words and instances, names as in the netlist
signal / cells
AEROUT_REQ_sync: 1
AEROUT_REQ_sync_int: 1
cnt_up: 7
decoder_ready: 1
first_value_infered: 1
inferedValue: 8
state: 3
## path summary, 6_finish.rpt
check | to | depth (start not counted)
worst max-delay path | AEROUT_ACK | 2
worst min-delay path | AEROUT_REQ_sync | 0
worst max register to register | cnt_up[0] | 4
worst min register to register | AEROUT_REQ_sync | 0
max in group asynchronous | state[0] | 2
min in group asynchronous | first_value_infered | 2
## placed cells by master, fill, tap and decap left out, drive strengths merged
cell type,count
a2111o,1
a21oi,18
and2b,1
and4,1
bufinv,1
clkbuf,3
clkdlybuf4s50,22
dfrtp,13
dfstp,1
dfxtp,8
ha,1
inv,3
mux2,1
mux2i,1
nand2,17
nand2b,4
nand3,1
nand3b,1
nand4,2
nand4b,2
nor2,8
nor2b,1
nor3,1
o21ai,4
o21bai,1
or3,3
## power groups by stage
stage | clock network, uW | registers [uW] | logic, uW
4_1_cts | 399 | 424 | 70.7
5_1_grt | 413 | 426 | 77.2
6_report | 381 | 423 | 67.5
## stage by stage
| stage | setup WS (ns) | power, uW | util [%] | cell area (sq um) | std cells |
|---|---|---|---|---|---|
| 2_1_floorplan | 0.673 | 457 | - | 908 | 98 |
| 3_3_place_gp | 0.410 | 502 | 19.1 | 1210 | 193 |
| 3_5_place_dp | 0.396 | 503 | 19.1 | 1210 | 193 |
| 4_1_cts | 0.387 | 894 | 20.2 | 1280 | 197 |
| 5_1_grt | 0.339 | 916 | 20.2 | 1280 | 197 |
| 6_report | 0.421 | 872 | 20.2 | 1280 | 197 |
## cells by family after synthesis
| logic type | Yosys count | synth area share [%] |
|---|---|---|
| mux | 2 | 2.34 |
| flops | 22 | 56.3 |
| buf+inv | 7 | 2.89 |
| simple gates | 42 | 22.9 |
| fa+ha+maj | 1 | 1.38 |
| compound gates | 24 | 14.2 |
Power and IR drop assume default switching activity.
